--- design/flow/design.v ---
`timescale 1ns / 1ps
module DRAM (
    input clk,
    input reset,
    input write,
    input [31:0] adr,
    input [31:0] wd,
    output [31:0] rd
);
reg [31:0] RAM [31:0];
reg [31:0] realAdr;
assign rd = RAM[adr >> 2];
integer i;
always @ (posedge clk, posedge reset) begin
    if(reset) begin
        for(i = 0; i < 256; i = i + 1)
            RAM[i]=0; 
    end
    else if (write) begin 
        RAM[adr >> 2] = wd;
    end 
end
endmodule
--- design/flow/run.sh ---
#!/bin/bash
# OpenROAD 26Q1-2900-gdf79404cd8, Yosys 0.63+post, stock flow scripts
make -C /OpenROAD-flow-scripts/flow DESIGN_CONFIG=/design/flow/config.mk WORK_HOME=/design/flow/orfs finish
--- design/flow/config.mk ---
export PLATFORM = sky130hd
export DESIGN_NAME = DRAM
export DESIGN_NICKNAME = DRAM
export VERILOG_FILES = /design/flow/design.v
export SDC_FILE = /design/flow/constraint.sdc
export NUM_CORES = 4
export LEC_CHECK = 1
export CORE_UTILIZATION = 40
--- design/flow/constraint.sdc ---
current_design DRAM

set clk_period 12.1
set clk_io_pct 0.2

create_clock -name clk0 -period $clk_period [get_ports {clk}]

set non_clock_inputs [all_inputs -no_clocks]
set_input_delay [expr $clk_period * $clk_io_pct] -clock clk0 $non_clock_inputs
set_output_delay [expr $clk_period * $clk_io_pct] -clock clk0 [all_outputs]
==> impl_metrics.env <==
# implementation run metrics
export IMPL_status="finished, final reports clean"
export IMPL_lay_top_count="dfrtp_1"
export IMPL_vias=30694
export IMPL_fmax_mhz=107.9
export IMPL_worstSetupPathType="in -> out"
export IMPL_layout_setup_ws_ps=2828
export IMPL_die_width_um=337.7
export IMPL_cp_top_family="buffers and inverters"
export IMPL_ys_types=59
export IMPL_yosys_area_mm2=0.04508
export IMPL_pwr_share_clk_pct=38.6
export IMPL_combGateArea_mm2=0.01830
export IMPL_critical_path_max_stage_delay_ps=860
export IMPL_via_per_inst=6.213
export IMPL_comb_power_share_pct=12.2
export IMPL_pwr_share_seq_pct=49.2
export IMPL_clk_pin_slew_ps=60
export IMPL_cts_buffers=108
export IMPL_grt_util_all_layers_pct=30.15
export IMPL_rsz0062_at_grt="false"
export IMPL_die_y_um=337.7
export IMPL_worst_setup_path_start_kind="input pin"
export IMPL_end_kind="output pin"
export IMPL_antenna_left=0
export IMPL_ios=99
export IMPL_dr_pass1_iters=5
export IMPL_wl_mm=162.1
export IMPL_edf_count=0
export IMPL_internal_power_mw=6.763
export IMPL_ir_worst_vdd_mv=0.1134
export IMPL_synthCells=3341
export IMPL_crit_fanout=35
export IMPL_core_area_mm2=0.1111
export IMPL_syn_avg_cell_area_um2=13.49
export IMPL_n_fill_cell=9838
export IMPL_swShare_pct=24.35
export IMPL_p_leak_nw=22.90
export IMPL_antenna_found_initial=2
export IMPL_gr_total_overflow=0
export IMPL_tightestPinTransition_ps=939.2
export IMPL_slew_headroom_pct=37.15
export IMPL_cts_tree="yes"
export IMPL_gp_congestion=0.9233
export IMPL_portBuffers=71
export IMPL_fin_cells=4940
export IMPL_grt_pass1_wl_mm=232.0
export IMPL_p_total_mw=8.940
export IMPL_post_cts_repair_setup_buffers=0
export IMPL_max_cap_violations=0
export IMPL_h_tree_depth=3
export IMPL_cts_resized=0
export IMPL_synthFlopType="dfrtp_1"
export IMPL_min_path_type="reg -> reg"
export IMPL_maxSlewViolCount=0
export IMPL_ctsHoldBuffers=0
export IMPL_register_area_mm2=0.02562
export IMPL_post_route_min_period_ps=9272
export IMPL_synthArstFlopShare_pct=100.0
export IMPL_ys_seq_share_pct=56.84
export IMPL_p_sw_mw=2.177
export IMPL_setup_viol=0
export IMPL_largest_reg_flops=1024
export IMPL_finClkSkew_ps=0
export IMPL_initialDrtViolationCount=2435
export IMPL_powerDensity_mw_per_mm2=174.1
export IMPL_area_growth_pct=13.91
export IMPL_drc=0
export IMPL_path_cells="buf_2, buf_4, buf_4, nand3_1, nor2_4, buf_4, nand2_1, o311ai_0, nor4_1, a21oi_1, clkdlybuf4s50_1"
export IMPL_dpl_worst_slack_ps=2985
export IMPL_worstPathRequired_ps=9680
export IMPL_avgRoutedWirePerCell_um=32.81
export IMPL_clk_path_buf_depth=3
export IMPL_cts_sink_count=1024
export IMPL_period_used_pct=76.63
export IMPL_fp_util_pct=40.57
export IMPL_final_cell_mix="dfrtp_1, mux2_2, a22oi_1, buf_4, clkbuf_16"
export IMPL_arrival_ps=6850
export IMPL_grt_start_max_net_pins=115
export IMPL_warnings=63
export IMPL_hold_viol=0
export IMPL_fp_row_count=122
export IMPL_cp_slowest_cell="nor2_4"
export IMPL_cp_num_buf_inv=5
export IMPL_yosys_cells=3341
export IMPL_yosysWarnings=2
export IMPL_first_global_vias=30786
export IMPL_synth_area_mm2=0.04508
export IMPL_placed_cells=4742
export IMPL_top_cell_area_share_pct=56.84
export IMPL_post_synth_top_area_cell="dfrtp_1"
export IMPL_die_area_mm2=0.1140
export IMPL_synth_flops=1024
export IMPL_hpwl_mm=92.96
export IMPL_cpMostUsedCell="buf_4"
export IMPL_clock_latency_ps=680
export IMPL_cts_root_buffer_cell="clkbuf_16"
export IMPL_top_cells_by_area="dfrtp_1, mux2_2, a22oi_1"
export IMPL_drive_above_1_share_pct=39.52
-- final cells by class --
cell class	count	area share, %
flip-flops and latches	1024	49.90
multi-input cells	2008	35.64
clock buffers	175	6.657
well taps	1488	3.626
repair buffers	219	3.572
clock inverters	22	0.5701
inverters	3	0.02924
diodes	1	0.004873
-- per-stage QoR --
step           setup TNS (ps)  hold slack, ps  util [%]  cell area [um2]
2_1_floorplan        -4540350           457.0         -            45080
3_3_place_gp                0           466.6     42.87            47640
3_5_place_dp                0           474.8     42.87            47640
4_1_cts                     0           488.0     46.21            51350
5_1_grt                     0           501.2     46.21            51350
6_report                    0           485.6     46.21            51350
-- kinds of logic after synthesis --
kind of cell           after synthesis  share of synthesized area (%)
muxes                             1059                          26.38
DFF                               1024                          56.84
AOI/OAI and AO/OA                  551                          9.112
and+or+nand+nor                    398                          4.416
buffers and inverters              309                          3.245
-- per-layer routing --
layer / up-vias / global-route usage [%] / share of wire [%]
met5: - / 0.2979 / 0.038
met4: 4 / 10.12 / 4.6
met3: 412 / 12.09 / 11
met2: 1439 / 43.41 / 44
met1: 16370 / 42.89 / 40
li1: 12469 / - / -
-- power groups by stage --
stage	Clock [mW]	Combinational (mW)	Sequential, mW
after CTS	3.48	1.09	4.40
after global routing	3.62	1.18	4.48
final	3.45	1.09	4.40
-- synth_stat cells (15+ instances only) --
cell type,number
mux2i_1,25
nand2_1,116
a32oi_1,15
mux2_2,965
mux2_1,69
buf_2,173
buf_4,21
nand3_1,23
a21oi_1,45
nor2_1,90
a22o_1,36
nor4_1,18
nand4_1,46
clkbuf_1,111
a22oi_1,367
nor2_2,15
nor3_1,27
dfrtp_1,1024
-- path summary, 6_finish.rpt --
path / startpoint / to / slack [ps] / depth (start not counted)
worst max-delay path: adr[3] / rd[28] / 2830 / 11
worst min-delay path: RAM[6][10]$_DFFE_PP0P_ / RAM[6][10]$_DFFE_PP0P_ / 490 / 1
worst max register to register: RAM[18][18]$_DFFE_PP0P_ / RAM[18][18]$_DFFE_PP0P_ / 11300 / 1
worst min register to register: RAM[6][10]$_DFFE_PP0P_ / RAM[6][10]$_DFFE_PP0P_ / 490 / 1
max in group asynchronous: reset / RAM[19][9]$_DFFE_PP0P_ / 7280 / 6
min in group asynchronous: reset / RAM[0][13]$_DFFE_PP0P_ / 2260 / 3
Power figures rest on the tool's default switching activity, not on a simulated workload.
