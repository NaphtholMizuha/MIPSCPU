**design/flow/design.v**
```verilog
`timescale 1ns / 1ps 
module RegFile( Clk,Clr,Write_Reg,R_Addr_A,R_Addr_B,W_Addr,W_Data,R_Data_A,R_Data_B,reg3 );
parameter ADDR = 5; 
parameter NUMB = 1<<ADDR; 
parameter SIZE = 32; 
input Clk; 
input Clr; 
input Write_Reg; 
input [ADDR-1:0]R_Addr_A; 
input [ADDR-1:0]R_Addr_B; 
input [ADDR-1:0]W_Addr; 
input [SIZE-1:0]W_Data; 
output [SIZE-1:0]R_Data_A; 
output [SIZE-1:0]R_Data_B; 
output [SIZE - 1:0] reg3;
reg [SIZE-1:0]REG_Files[0:NUMB-1]; 
integer i; 
initial 
    for(i=0;i<NUMB;i=i+1) REG_Files[i]<=0;
always@(posedge Clk or posedge Clr) begin  
    if(Clr) 
        for(i=0;i<NUMB;i=i+1) REG_Files[i]<=0;
    else if(Write_Reg)  
        REG_Files[W_Addr]<=W_Data; 
end
assign R_Data_A=REG_Files[R_Addr_A];
assign R_Data_B=REG_Files[R_Addr_B];
assign reg3 = REG_Files[3];
endmodule
```
**design/flow/run.sh**
```bash
#!/bin/bash
# OpenROAD 26Q1-2900-gdf79404cd8, Yosys 0.63+post, stock flow scripts
make -C /OpenROAD-flow-scripts/flow DESIGN_CONFIG=/design/flow/config.mk WORK_HOME=/design/flow/orfs finish
```
**design/flow/config.mk**
```make
export PLATFORM = sky130hd
export DESIGN_NAME = RegFile
export DESIGN_NICKNAME = RegFile
export VERILOG_FILES = /design/flow/design.v
export SDC_FILE = /design/flow/constraint.sdc
export NUM_CORES = 4
export LEC_CHECK = 1
export CORE_UTILIZATION = 50
```
**design/flow/constraint.sdc**
```tcl
current_design RegFile

set clk_period 10.1
set clk_io_pct 0.2

create_clock -name clk0 -period $clk_period [get_ports {Clk}]

set non_clock_inputs [all_inputs -no_clocks]
set_input_delay [expr $clk_period * $clk_io_pct] -clock clk0 $non_clock_inputs
set_output_delay [expr $clk_period * $clk_io_pct] -clock clk0 [all_outputs]
```
==> impl_metrics.json <==
{
  "htreeDepth": 3,
  "track_usage_pct": 54.7,
  "ys_cells": 4395,
  "worst_slew_pin_slew_ns": 1.23,
  "rows": 117,
  "ys_sh_xor_pct": 0,
  "skew_ns": 0,
  "clk_pin_slew_worst_paths_ns": 0.06,
  "cts_buffers": 112,
  "drc": 0,
  "hold_violations": 0,
  "ys_seq_share_pct": 49.9,
  "drt_iter0_drc": 6095,
  "setup_viol_count_final": 0,
  "power.share.clock_pct": 37.8,
  "clk_path_buf_depth": 3,
  "reg2reg_from": "REG_Files[3][31]",
  "core_util_floorplan_pct": 50.5,
  "finalCriticalPeriod_ns": 8.61,
  "max_freq_mhz": 116,
  "setup.worst_path.class": "input port to primary output",
  "post_cts_buffers": 0,
  "syn_to_final_growth_pct": 15.8,
  "synth-adder-area-share_pct": 0,
  "grt_pass1_vias": 44600,
  "cts_root_buf": "clkbuf_16",
  "ys_area_sq_um": 51400,
  "synthAoiAreaFrac_pct": 15.6,
  "grt_max_degree": 108,
  "worstHoldPathType": "register to register",
  "vias": 46200,
  "syn_avg_cell_area_sq_um": 11.7,
  "finalPower_mw": 12.0,
  "ys_ff": 1024,
  "place.gp.congestion": 1.09,
  "end_kind": "primary output",
  "pwr-share-seq_pct": 47.7,
  "yosys-top-cells-count": "mux2_2 (1031), dfrtp_1 (1024), a22oi_1 (756)",
  "post_cts_resized": 0,
  "warnings": 43,
  "cts_tree": "done",
  "wl_mm": 269,
  "clk_latency_ns": 0.73,
  "cts_sinks": 1024,
  "core_area_sq_um": 102000,
  "cp-startpoint": "R_Addr_B[0]",
  "largest_register_ffs": 1024,
  "fp.dieW_um": 322,
  "die-area_sq_um": 104000,
  "fin_area_sq_um": 59400,
  "startpoint_type": "input port",
  "hpwl_mm": 163,
  "syn_inst": 4395,
  "pin_count": 146,
  "top_cell": "mux2_2",
  "crit_fanout": 36,
  "maxCapViolCount": 0,
  "syn_area_sq_um": 51400,
  "mux_share_pct": 23.7,
  "rsz0062_at_grt": "false",
  "layout-drive-gt1-share_pct": 34.6,
  "area_leaders": "dfrtp_1 (50%), mux2_2 (23%), a22oi_1 (11%), clkbuf_1 (1.9%), nand2_1 (1.8%)",
  "p_comb_share_pct": 14.5,
  "min-delay-start": "REG_Files[24][10]",
  "synth_cell_types": 63,
  "p_sw_mw": 3.42,
  "synth-simple-area-share_pct": 7.31,
  "logic_family": "multiplexers",
  "cp_data_arrival_time_ns": 6.59,
  "final_antenna_net_count": 0,
  "yosysWarnings": 2,
  "p_int_mw": 8.55,
  "post-route-period-util_pct": 85.2,
  "slew_headroom_pct": 18.1,
  "dr.pass1.iters": 10,
  "edf_count": 0,
  "cts_hold_buf": 0,
  "gr-total-overflow": 0,
  "antenna_found_initial": 25,
  "vias_per_cell": 7.76,
  "synthArstFlopShare_pct": 100,
  "slew_violations": 0,
  "p_per_area_nw_per_um2": 201,
  "wire_per_inst_um": 45.2,
  "ff_type": "dfrtp_1",
  "top_regs": "REG_Files: 1024 flops",
  "p_leak_nw": 25.8,
  "grt_pass1_wl_mm": 367,
  "peakVddDrop_v": 0.000150,
  "outcome": "complete, no violations",
  "synth_top_area_share_pct": 49.9,
  "io_buffers": 145,
  "placed_area_sq_um": 55400,
  "largest_area_cell": "dfrtp_1",
  "swShare_pct": 28.6,
  "crit_required_ns": 8.08,
  "largest_register": "REG_Files",
  "die-height_um": 322
}
[final cells by class]
cell class	count	area (sq um)
clock buffer	155	3250
sequential	1024	25600
multi-input combinational	2934	24500
timing repair buffer	393	3460
inverter	7	30.0
antenna	25	62.6
clock inverter	51	771
tap	1368	1710
fill	8270	42300
[power by group through the flow]
stage / Sequential [mW] / Combinational (mW) / Clock (mW)
4_1_cts: 5.66 / 1.70 / 4.51
5_1_grt: 5.77 / 1.84 / 4.66
6_report: 5.71 / 1.74 / 4.52
[logic make-up after synthesis]
group,count (synthesis)
muxes,1084
buffers and inverters,437
AOI/OAI and AO/OA,1074
and+or+nand+nor,776
DFF,1024
[path summary, 6_finish.rpt]
check,cells past startpoint,slack [ns],endpoint
max,9,1.49,R_Data_B[17]
min,1,0.52,REG_Files[24][10]
max reg2reg,1,9.13,REG_Files[3][31]
min reg2reg,1,0.52,REG_Files[24][10]
max in group asynchronous,5,5.98,REG_Files[12][23]
min in group asynchronous,2,1.66,REG_Files[10][0]
[layout by cell type (no fill, tap or decap), types with 47 or more instances in the layout]
cell type        count
nor2_1             102
mux2i_1             47
nor3_1              72
buf_4              235
a22oi_1            756
dfrtp_1           1024
clkdlybuf4s50_1    139
nand3_1             50
mux2_2            1031
a21oi_1             84
nand4_1             90
nand2_1            227
nor2_4              73
clkbuf_16          113
[through the flow]
stage	hold slack, ns	setup TNS [ns]	setup WS [ns]	utilization, %	std cells
6_report	0.525	0	1.49	58.4	5957
3_3_place_gp	0.499	0	1.72	54.4	5726
3_5_place_dp	0.509	0	1.77	54.4	5726
5_1_grt	0.543	0	1.69	58.4	5933
4_1_cts	0.522	0	1.76	58.4	5932
2_1_floorplan	0.487	-6178.75	-6.03	-	4395
[critical path, stage by stage]
cell	delay [ns]
buf_2	0.44
buf_4	0.57
or3b_1	0.90
nor2_4	0.41
buf_4	0.41
a221o_1	0.41
or4_1	0.56
o32a_1	0.39
clkdlybuf4s50_1	0.41
[layer usage]
layer	GRT usage, %	share of wire, %
met5	7.45	0.34
met4	35.1	9.1
met3	39.1	19
met2	67.7	38
met1	67.6	34
Power and IR drop assume default switching activity.
