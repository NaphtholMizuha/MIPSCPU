$ cat /design/flow/constraint.sdc
current_design ALU

set clk_period 28.2
set clk_io_pct 0.2

create_clock -name clk0 -period $clk_period

set non_clock_inputs [all_inputs -no_clocks]
set_input_delay [expr $clk_period * $clk_io_pct] -clock clk0 $non_clock_inputs
set_output_delay [expr $clk_period * $clk_io_pct] -clock clk0 [all_outputs]
$ cat /design/flow/design.v
`timescale 1ns / 1ps
module ALU (
    input [3:0] aluCtr,
    input [31:0] A,
    input [31:0] B,
    input [4:0] shamt,
    input shamtSel,
    input lui,
    output reg ZF, 
    output reg CF,
    output reg OF,
    output reg SF,
    output reg PF,
    output reg [31:0] F
);
reg Cout;
reg [31:0] oprand;
always @(*) begin
    Cout = 0;
    oprand = shamtSel ? shamt:A;
    case(aluCtr)
        4'b0000: begin
            F = A & B;
        end
        4'b0001: begin
            F = A | B;
        end
        4'b1100: begin
            F = A ^ B;
        end
        4'b0011: begin
            if (lui) begin
                F = B << 16;
            end
            else begin
                F = B << oprand;
            end        
        end
        4'b0100: begin
            F = $signed(B) >>> oprand;
        end
        4'b0101: begin
            F = B >> oprand;
        end
        4'b0010: begin
            {Cout, F} = A + B;
        end
        4'b0110: begin
            {Cout, F} = A - B;
        end
        4'b1110: begin
            {Cout, F} = A - B;
            F = (F == 0);
        end
        4'b0111: begin
            F = $signed(A) < $signed(B);
        end
        default: F = 0;
    endcase
    ZF = (F == 0);
    CF = Cout;
    OF = A[31] ^ B[31] ^ F[31] ^ Cout;
    SF = F[31];
    PF = ~^F;
end
endmodule
$ cat /design/flow/run.sh
#!/bin/bash
# OpenROAD 26Q1-2900-gdf79404cd8, Yosys 0.63+post, stock flow scripts
make -C /OpenROAD-flow-scripts/flow DESIGN_CONFIG=/design/flow/config.mk WORK_HOME=/design/flow/orfs finish
$ cat /design/flow/config.mk
export PLATFORM = sky130hd
export DESIGN_NAME = ALU
export DESIGN_NICKNAME = ALU
export VERILOG_FILES = /design/flow/design.v
export SDC_FILE = /design/flow/constraint.sdc
export NUM_CORES = 4
export LEC_CHECK = 1
export CORE_UTILIZATION = 40
==> flow_summary_export.csv <==
group,metric,value,unit
global_routing,grt_pass1_vias,12953,
global_routing,grt_overflow_total,0,
clocking,cts_resized,0,
finish,final_cell_mix,"nor2_1, a21oi_1, nand2_1, ha_1, clkdlybuf4s50_1",
clocking,cts_setup_buffers,0,
finish,clockBufferCount,0,
sta,finalCritPeriodShare,0.6199,
logic_synthesis,ys_area,0.01105,mm2
sta,maxSlewHeadroom,0.2828,
route,avgRoutedWirePerCell,31.27,um
worst_setup_path,cp_max_fo,9,
logic_synthesis,netlist_instances,1668,
worst_setup_path,cp_slowest_cell,"clkdlybuf4s50_1",
sta,finalMaxSlewViolations,0,
finish,lay_top_count,"nor2_1",
route,drt_first_iter_violations,2071,
status,status,"finished, final reports clean",
sta,worstMarginPinSlew,1.072,ns
place,hpwl,50.08,mm
logic_synthesis,synth_cell_types,99,
route,drc_errors,0,
worst_setup_path,cp-start-kind,"input port",
sta,finalHoldViolCount,0,
sta,finalSetupViolations,0,
pwr,p_int,0.1360,mW
route,vias_per_cell,7.067,
worst_setup_path,crit_required,22.56,ns
pwr,power.total,0.3502,mW
worst_setup_path,crit_top_cell,"xnor2_1",
die,boundaryPins,112,
worst_setup_path,crit_type,"in2out",
worst_setup_path,cp-end-kind,"output pin",
finish,fin_util,0.4575,
global_routing,grt_max_degree,58,
global_routing,grt_usage,0.4505,
pwr,irDropWorstVdd,21.48,uV
route,vias,14367,
route,drt-total-wl,63.57,mm
pwr,p_sw,0.2143,mW
route,dr.pass1.iters,6,
logic_synthesis,netlist_area,0.01105,mm2
finish,final-seq-area,0,um2
sta,period_minus_slack,17.48,ns
die,fp.coreArea,0.02703,mm2
die,die_w,168.2,um
sta,fin_tns_setup,0,ns
route,antenna_left,0,
die,die_h,168.2,um
finish,seq_cells,0,
place,portBuffers,112,
job,max_cap_viol_count,0,
die,num_rows,60,
finish,area_delta_synth_final,11.91,%
pwr,p_leak,4.979,nW
die,fp_util,0.4088,
finish,drive_gt1_frac,0.07046,
global_routing,grt_pass1_wl,91.28,mm
logic_synthesis,ys_cells,1668,
worst_setup_path,crit_arrival,11.84,ns
pwr,switching_share,0.6118,
logic_synthesis,ys_seq_frac,0,
worst_setup_path,cp_cell_sequence,"clkdlybuf4s50_1 -> ha_1 -> fa_1 -> a211oi_1 -> o21bai_1 -> o2111ai_1 -> a31o_2 -> a2bb2oi_2 -> o221ai_1 -> a21oi_1 -> o221ai_1 -> a21boi_1 -> nor4b_1 -> ha_1 -> xor2_1 -> xnor2_1 -> xnor2_1 -> xnor2_1 -> clkdlybuf4s50_1",
worst_setup_path,crit_path_max_incr_delay,0.73,ns
sta,max_freq,57.20,MHz
logic_synthesis,yosysWarnings,1,
global_routing,grt_antenna_before_repair,1,
logic_synthesis,syn_area_per_cell,6.624,um2
hold_path,hold_path.class,"in2out",
pwr,p_per_area,28.33,mW/mm2
place,gp_congestion,1.137,
die,chipArea,0.02829,mm2
sta,rsz0062_at_grt,"false",
clocking,cts_hold_buffers,0,
job,log.warning_count,96,
-- critical path, delay by kind of cell --
kind	cells	cell delay, ns
fa+ha+maj	3	1.25
xor+xnor	4	0.77
buf+inv	2	1.25
simple gates	1	0.51
compound gates	9	2.42
-- Yosys cell counts, types with 7 or more instances --
cell type  instances  area [um2]
or3_1             12       75.07
o31ai_1           12       90.09
o211ai_1          26       195.2
nor3_1            35       175.2
buf_2             36       180.2
nand2_1          165       619.3
a22oi_1           15       112.6
mux2i_1           74       740.7
buf_1              9       33.78
xnor2_1           37       324.1
a31oi_1           20       125.1
o22ai_1           28       175.2
nor4_1            21       131.4
inv_1             96       360.4
ha_1             112        1401
nand3_1           43       215.2
a221oi_1          19       166.4
nor2_1           178       668.1
nor2b_1           21       131.4
and3_1            14       87.58
mux4_2            24       540.5
o21bai_1          16       120.1
nand2b_1          18       112.6
mux2_2             7       78.83
o2111ai_1         11       96.34
o21ai_0          101       505.5
nand4_1           19       118.9
a211oi_1          51       382.9
o221ai_1           7       61.31
o21a_1            12       90.09
clkbuf_1          76       285.3
and2_1             8       50.05
a21oi_1          173       865.8
a21o_1            16       120.1
-- metal layers --
| metal | up-vias | global-route usage | share of wire |
|---|---|---|---|
| li1 | 6278 | - | - |
| met1 | 6785 | 0.6222 | 0.40 |
| met2 | 1090 | 0.6353 | 0.40 |
| met3 | 212 | 0.1192 | 0.12 |
| met4 | 2 | 0.2526 | 0.071 |
| met5 | - | 0.01565 | 0.00091 |
-- final timing paths --
path              startpoint     to  slack [ns]  cells after the start
setup / recovery        B[0]     PF       10.72                     19
hold / removal         A[19]  F[20]       12.85                      7
-- stage by stage --
stage	instance area, um2	hold WS (ns)	setup slack [ns]	instances
2_1_floorplan	11050	11.47	13.41	1668
3_3_place_gp	12360	12.83	10.82	2030
3_5_place_dp	12360	12.84	10.88	2030
4_1_cts	12360	12.85	10.84	2030
5_1_grt	12360	12.91	10.63	2030
6_report	12360	12.85	10.72	2033
-- power groups by stage --
stage         combinational, mW  clock [mW]  sequential (mW)
CTS                       0.339           0                0
global route              0.367           0                0
-- logic make-up after synthesis --
group,synth area share
AOI/OAI and AO/OA,0.3740
xor gates and xnor gates,0.03409
adders and majority gates,0.1305
buffers and inverters,0.08765
muxes,0.1339
and+or+nand+nor,0.2400
-- area by class of cell --
| cell class | count | area, um2 |
|---|---|---|
| multi-input combinational | 1436 | 10130 |
| fill | 2848 | 14660 |
| tap | 341 | 426.7 |
| timing repair buffer | 151 | 1414 |
| antenna | 3 | 7.507 |
| inverter | 102 | 382.9 |
Power is estimated from default activity; no workload was simulated.
